--- design/flow/design.v ---
module ps2_scancode2ascii (
    input  logic        clk,
    input  logic        rst_n,
    input  logic [7:0]  scan_code,
    input  logic        valid,       
    output logic        pressed,     
    output logic [7:0]  ascii,
    output logic        ascii_valid
);
    localparam BREAK = 8'hF0;
    logic [7:0] ascii_lut;
    always_comb begin
        case (scan_code)
            8'h1C: ascii_lut = "a";
            8'h32: ascii_lut = "b";
            8'h21: ascii_lut = "c";
            8'h23: ascii_lut = "d";
            8'h24: ascii_lut = "e";
            8'h2B: ascii_lut = "f";
            8'h34: ascii_lut = "g";
            8'h33: ascii_lut = "h";
            8'h43: ascii_lut = "i";
            8'h3B: ascii_lut = "j";
            8'h42: ascii_lut = "k";
            8'h4B: ascii_lut = "l";
            8'h3A: ascii_lut = "m";
            8'h31: ascii_lut = "n";
            8'h44: ascii_lut = "o";
            8'h4D: ascii_lut = "p";
            8'h15: ascii_lut = "q";
            8'h2D: ascii_lut = "r";
            8'h1B: ascii_lut = "s";
            8'h2C: ascii_lut = "t";
            8'h3C: ascii_lut = "u";
            8'h2A: ascii_lut = "v";
            8'h1D: ascii_lut = "w";
            8'h22: ascii_lut = "x";
            8'h35: ascii_lut = "y";
            8'h1A: ascii_lut = "z";
            8'h16: ascii_lut = "1";
            8'h1E: ascii_lut = "2";
            8'h26: ascii_lut = "3";
            8'h25: ascii_lut = "4";
            8'h2E: ascii_lut = "5";
            8'h36: ascii_lut = "6";
            8'h3D: ascii_lut = "7";
            8'h3E: ascii_lut = "8";
            8'h46: ascii_lut = "9";
            8'h45: ascii_lut = "0";
            8'h29: ascii_lut = " ";
            8'h5A: ascii_lut = 8'h0D;   
            8'h66: ascii_lut = 8'h08;   
            8'h0D: ascii_lut = 8'h09;   
            8'h4E: ascii_lut = "-";
            8'h55: ascii_lut = "=";
            8'h5D: ascii_lut = 8'h5C;    
            8'h54: ascii_lut = "[";
            8'h5B: ascii_lut = "]";
            8'h4C: ascii_lut = ";";
            8'h52: ascii_lut = "'";
            8'h41: ascii_lut = ",";
            8'h49: ascii_lut = ".";
            8'h4A: ascii_lut = "/";
            default: ascii_lut = 8'h00;
        endcase
    end
    always_ff @(posedge clk) begin
        if (!rst_n) begin
            ascii       <= 8'h00;
            ascii_valid <= 1'b0;
            pressed     <= 1'b1;     
        end
        else begin
            ascii_valid <= 1'b0;
            if (valid) begin
                if (scan_code == BREAK) begin
                    pressed <= 1'b0;                 
                end
                else begin
                    ascii       <= ascii_lut;
                    ascii_valid <= 1'b1;
                    if (!pressed) pressed <= 1'b1;   
                end
            end
        end
    end
endmodule
--- design/flow/run.sh ---
#!/bin/bash
# OpenROAD 26Q1-2900-gdf79404cd8, Yosys 0.63+post, stock flow scripts
make -C /OpenROAD-flow-scripts/flow DESIGN_CONFIG=/design/flow/config.mk WORK_HOME=/design/flow/orfs finish
--- design/flow/config.mk ---
export PLATFORM = sky130hd
export DESIGN_NAME = ps2_scancode2ascii
export DESIGN_NICKNAME = ps2_scancode2ascii
export VERILOG_FILES = /design/flow/design.v
export SDC_FILE = /design/flow/constraint.sdc
export NUM_CORES = 4
export LEC_CHECK = 1
export CORE_AREA = 10 10 85 85
export DIE_AREA = 0 0 95 95
--- design/flow/constraint.sdc ---
current_design ps2_scancode2ascii

set clk_period 2.0
set clk_io_pct 0.2

create_clock -name clk0 -period $clk_period [get_ports {clk}]

set non_clock_inputs [all_inputs -no_clocks]
set_input_delay [expr $clk_period * $clk_io_pct] -clock clk0 $non_clock_inputs
set_output_delay [expr $clk_period * $clk_io_pct] -clock clk0 [all_outputs]
==> impl_metrics.tcl <==
# place-and-route summary
set metrics [dict create \
    min_period_over_period_pct 97.51 \
    fin_skew_ns 0 \
    largest_area_cell "dfxtp_1" \
    synthDominantCellAreaShare_pct 14.63 \
    groute.layer.met3.usage_pct 1.122 \
    cp-startpoint "scan_code[1]" \
    grt_max_degree 20 \
    irDropWorstVdd_mv 0.2624 \
    syn-instance-count 177 \
    leakagePower_nw 0.8234 \
    cap_violations 0 \
    vias 1559 \
    grt_util_met1_pct 15.57 \
    worstSetupEndpointType "flop" \
    worst_hold_path_type "flop to flop" \
    critPathArrivalTime_ns 2.08 \
    synthDistinctLibCells 44 \
    cts_sinks 9 \
    clock_tree.buffer_depth 2 \
    ys_chip_area_um2 1231 \
    worst_setup_path_class "primary input to flop" \
    ctsRootBufferMaster "clkbuf_8" \
    synth_stat.cells 177 \
    drc 0 \
    period_minus_slack_ns 1.950 \
    aggregate_routed_wire_length_um 4529 \
    gr-max-usage-layer "met1" \
    cts_made_buffers 3 \
    worst_r2r_startpoint "ascii[6]" \
    power-per-cell-area_nw_per_um2 379.9 \
    finalSetupTns_ns 0 \
    syn_avg_cell_area_um2 6.956 \
    fmaxAchievable_mhz 512.8 \
    finalSetupViolCount 0 \
    cp_data_required_time_ns 2.13 \
    tool_warnings 32 \
    cts_tree "done" \
    antenna_found_initial 0 \
    area_leaders "dfxtp_1 (15%), ha_1 (8.1%), o21ai_0 (7.3%), nand2_1 (5.8%), a21oi_1 (5.3%)" \
    yosys_warnings 1 \
    grt_use_met2_pct 15.39 \
    coreArea_um2 5473 \
    io-pin-count 21 \
    n_antenna_cell 0 \
    gp_congestion 0.9455 \
    final_core_util_pct 35.67 \
    gr-total-overflow 0 \
    vias_in_the_first_global_route 1511 \
    detailedRoute.firstPassIterationCount 4 \
    postRouteAntennaNets 0 \
    status "complete, no violations" \
    initial_utilization_pct 22.50 \
    syn_area_um2 1231 \
    row_count 27 \
    chipHeight_um 95 \
    insertion_delay_ns 0.23 \
    hold_buffers 0 \
    fin_worst_hold_slack_ns 0.4624 \
    chip_area_um2 9025 \
    grt_first_pass_wirelength_um 7541 \
    area_growth_syn_to_layout_pct 58.54 \
    chip_width_um 95 \
    drive_above_1_share_pct 28.94 \
    route.detailed.vias_per_inst 5.078 \
    report.final.slew_viol_count 0 \
    cts.reportedPaths.clkPinSlew_ns 0.05 \
    worst_setup_path_start_kind "primary input" \
    detail_route.wl_per_cell_um 14.75 \
    worstHoldStart "ascii[3]" \
    timing.final.hold_violations 0 \
    worstRegToRegCells 1 \
    layout.filler_cells 564 \
    ys_seq_share_pct 14.63 \
    hold_path_depth 1 \
    port_buffers 19 \
    groute.usage.overall_pct 10.12 \
    htree_levels 1 \
    power.total_mw 0.7415 \
    drt_iter0_markers 134 \
    place_hpwl_um 3445 \
    flip_flop_and_latch_count_after_synthesis 9 \
    crit_path_max_fanout 4 \
]
-- cells in the mapped netlist (all sizes together) --
| cell type | instances |
|---|---|
| a211o | 1 |
| o41ai | 1 |
| or2 | 1 |
| a211oi | 5 |
| mux2 | 1 |
| a21oi | 13 |
| mux2i | 3 |
| mux4 | 1 |
| and3b | 1 |
| clkbuf | 9 |
| a2111oi | 2 |
| or4 | 2 |
| nand2b | 5 |
| a32o | 5 |
| nor2 | 13 |
| buf | 7 |
| nand3 | 7 |
| a21o | 1 |
| nor2b | 5 |
| nand4 | 3 |
| a31oi | 4 |
| and4b | 1 |
| a21boi | 1 |
| o31ai | 1 |
| nor3b | 1 |
| dfxtp | 9 |
| o22ai | 1 |
| o211a | 1 |
| a22o | 2 |
| or2b | 3 |
| o2111ai | 2 |
| nand2 | 19 |
| o211ai | 4 |
| o221ai | 1 |
| o21ai | 18 |
| nor3 | 5 |
| ha | 8 |
| a311o | 1 |
| inv | 7 |
| conb | 1 |
| o311ai | 1 |
-- placed cells by master, fill, tap and decap left out, types with 4 or more instances in the layout --
master	n
nor2b_1	5
clkdlybuf4s50_1	14
a211oi_1	5
o211ai_1	4
nand2b_1	4
buf_4	47
a31oi_1	4
nor3_1	5
inv_1	5
nand2_1	19
a32o_1	5
nand3_1	7
ha_1	5
a21oi_1	12
o21ai_0	18
dfxtp_1	9
nor2_1	13
-- cell families after synthesis --
logic type                 after synthesis  share of synthesized area, %
muxes                                    5                         5.488
DFF                                      9                         14.63
other                                    1                        0.3046
buffers and inverters                   23                         8.333
AOI/OAI and AO/OA                       65                         35.27
and+or+nand+nor                         66                         27.85
adders and majority gates                8                         8.130
-- sequential cells by signal, indices dropped and copies added, names as in the netlist --
signal	flops
ascii	7
pressed	1
ascii_valid	1
-- worst paths after layout --
path,to,slack [ns]
max,ascii[2],0.05
min,ascii[3],0.46
max reg2reg,ascii[6],1.37
min reg2reg,ascii[3],0.46
-- metrics by stage --
step                      worst slack, ns  cell area [µm²]  std cells
after CTS                         0.01551             1927        305
final                             0.04975             1952        307
after floorplan                 -0.003407             1269        177
after global placement            -0.6426             1828        296
after detailed placement          -0.6595             1828        296
after global routing             -0.01254             1952        307
-- power by group --
group / switching, mW / internal [mW]
clock: 0.0720 / 0.139
combinational: 0.167 / 0.172
sequential: 0.00370 / 0.188
-- cell type report --
cell class                 instances  area (µm²)  share of cell area, %
multi-input combinational        145        1003                  51.41
timing repair buffer              70       594.3                  30.45
sequential                         9       180.2                  9.231
tap                               72       90.09                  4.615
clock buffer                       4       45.04                  2.308
inverter                           7       38.79                  1.987
-- metal layers --
| layer | vias up | wire [µm] |
|---|---|---|
| li1 | 776 | - |
| met1 | 726 | 2307 |
| met2 | 51 | 1897 |
| met3 | 6 | 270 |
| met4 | 0 | 53 |
| met5 | - | 0 |
-- critical path: stages --
cell	delay (ns)
buf_2	0.13
ha_4	0.18
or2b_1	0.18
a21oi_2	0.06
or4_1	0.51
a311o_1	0.37
a32o_1	0.24
-- what timing repair did --
action                                  CTS  global route
gates cloned                              0             0
buffers inserted                          5             3
resized                                  15             9
endpoints found under the hold margin     0             0
pin swaps                                 4             4
endpoints found under the setup margin    7             3
Power is estimated from default activity; no workload was simulated.
