File: ./run.sh
#!/bin/bash
# OpenROAD 26Q1-2900-gdf79404cd8, Yosys 0.63+post, stock flow scripts
make -C /OpenROAD-flow-scripts/flow DESIGN_CONFIG=/design/flow/config.mk WORK_HOME=/design/flow/orfs finish
File: ./config.mk
export PLATFORM = sky130hd
export DESIGN_NAME = ps2_scancode2hack
export DESIGN_NICKNAME = ps2_scancode2hack
export VERILOG_FILES = /design/flow/design.v
export SDC_FILE = /design/flow/constraint.sdc
export NUM_CORES = 4
export LEC_CHECK = 1
export CORE_AREA = 10 10 107 107
export DIE_AREA = 0 0 117 117
File: ./constraint.sdc
current_design ps2_scancode2hack

set clk_period 1.9
set clk_io_pct 0.2

create_clock -name clk0 -period $clk_period [get_ports {clk}]

set non_clock_inputs [all_inputs -no_clocks]
set_input_delay [expr $clk_period * $clk_io_pct] -clock clk0 $non_clock_inputs
set_output_delay [expr $clk_period * $clk_io_pct] -clock clk0 [all_outputs]
File: ./design.v
module ps2_scancode2hack (
    input  logic        clk,
    input  logic        rst_n,
    input  logic [7:0]  scan_code,
    input  logic        valid,       
    output logic        pressed,     
    output logic [7:0]  hack,
    output logic        hack_valid
);
    localparam BREAK = 8'hF0;
    localparam E0 = 8'hE0;
    logic [7:0] hack_lut;
    logic [7:0] hack_lut_e0;    
    logic       is_break;
    logic       is_e0;
    always_comb begin
        case (scan_code)
            8'h1C: hack_lut = "a";
            8'h32: hack_lut = "b";
            8'h21: hack_lut = "c";
            8'h23: hack_lut = "d";
            8'h24: hack_lut = "e";
            8'h2B: hack_lut = "f";
            8'h34: hack_lut = "g";
            8'h33: hack_lut = "h";
            8'h43: hack_lut = "i";
            8'h3B: hack_lut = "j";
            8'h42: hack_lut = "k";
            8'h4B: hack_lut = "l";
            8'h3A: hack_lut = "m";
            8'h31: hack_lut = "n";
            8'h44: hack_lut = "o";
            8'h4D: hack_lut = "p";
            8'h15: hack_lut = "q";
            8'h2D: hack_lut = "r";
            8'h1B: hack_lut = "s";
            8'h2C: hack_lut = "t";
            8'h3C: hack_lut = "u";
            8'h2A: hack_lut = "v";
            8'h1D: hack_lut = "w";
            8'h22: hack_lut = "x";
            8'h35: hack_lut = "y";
            8'h1A: hack_lut = "z";
            8'h16: hack_lut = "1";
            8'h1E: hack_lut = "2";
            8'h26: hack_lut = "3";
            8'h25: hack_lut = "4";
            8'h2E: hack_lut = "5";
            8'h36: hack_lut = "6";
            8'h3D: hack_lut = "7";
            8'h3E: hack_lut = "8";
            8'h46: hack_lut = "9";
            8'h45: hack_lut = "0";
            8'h29: hack_lut = " ";
            8'h5A: hack_lut = 8'h0D;   
            8'h66: hack_lut = 8'h08;   
            8'h0D: hack_lut = 8'h09;   
            8'h4E: hack_lut = "-";
            8'h55: hack_lut = "=";
            8'h5D: hack_lut = 8'h5C;    
            8'h54: hack_lut = "[";
            8'h5B: hack_lut = "]";
            8'h4C: hack_lut = ";";
            8'h52: hack_lut = "'";
            8'h41: hack_lut = ",";
            8'h49: hack_lut = ".";
            8'h4A: hack_lut = "/";
            default: hack_lut = 8'h00;
        endcase
        case(scan_code)
            8'h70: hack_lut_e0 = 8'd138;  
            8'h71: hack_lut_e0 = 8'd139;  
            8'h6B: hack_lut_e0 = 8'd130;  
            8'h6C: hack_lut_e0 = 8'd134;  
            8'h69: hack_lut_e0 = 8'd135;  
            8'h75: hack_lut_e0 = 8'd131;  
            8'h72: hack_lut_e0 = 8'd133;  
            8'h7D: hack_lut_e0 = 8'd136;  
            8'h7A: hack_lut_e0 = 8'd137;  
            8'h74: hack_lut_e0 = 8'd132;  
            default: hack_lut_e0 = 8'h00;
        endcase
    end
    always_ff @(posedge clk) begin
        if (!rst_n) begin
            hack_valid <= 1'b0;
            pressed     <= 1'b1;     
            is_break    <= 1'b0;
            is_e0       <= 1'b0;
        end
        else begin
            hack_valid <= 1'b0;
            if (valid) begin
                if (scan_code == E0) begin
                    is_e0 <= 1'b1;
                end
                else if (scan_code == BREAK) begin
                    is_break <= 1'b1;
                    pressed <= 1'b0;   
                end
                else begin
                    hack_valid  <= 1'b1;
                    hack        <= hack_lut;
                    hack        <= is_e0 ? hack_lut_e0 : hack_lut;
                    is_e0       <= 1'b0;
                    is_break    <= 1'b0;
                    pressed     <= ~is_break;
                end
            end
        end
    end
endmodule
==> git commit body <==
Refresh implementation metrics

* Pin count of the biggest net entering global routing: 17
- Overall routing resource usage recorded by global route was 0.0816.
* Number of synthesis warnings: 1
* Number of design rule violations left after detail routing: 0
* Cell types with the highest counts after synthesis: a21oi_1, nand2_1, nor2_1, o21ai_0, clkbuf_1
- Post-synth top area cell: edfxtp_1
- The wire length recorded after detailed routing is 5540 µm.
- In the final run the clock tree shows a worst skew of 0.00445 ns.
- The worst setup path is launched from an input pin.
- Class of the worst hold path: reg2reg
- The die is between 100 and 150 µm tall.
- Post-Synthesis Mean Instance Area: roughly 7.4 µm²
- The synthesized netlist occupies a cell area of 0.00156 mm².
- The number of antenna violations at the first check in global routing is 0.
- Combinational share of power: 0.434
- Post-synth tally of flip-flops with integrated enable: 8
- Per STA, the highest per-stage delay on the worst path measures 0.35 ns.
* Setup violators final: 0
* Total iterations of the first detailed-routing run: 4
- Clock network fraction of total power: 0.268
- Final Hold Violating Endpoints: 0
* DP Cell Count: 382
- Worst r2r path cells: 5
- In this run the standard cell core region covers slightly above 0.009 mm².
- Number of top-level design ports: 21
- Unrepaired setup endpoints after global routing: false
- Setup TNS: 0 ns
* Synth async-reset ratio: 0
- The final report gives the core utilization as 0.267.
- The clock period could shrink to 1.90 ns.
* Portion of total power attributed to sequential cells: 0.297
- The worst register-to-register path ends at hack[0].
- Place WS: -0.782 ns
* Yosys Instances: about 210
- Area delta synth->final: 56.9%
- Seq cells post-synth: 12
* Worst slew pin tran: 0.483 ns
* Result of the run: finished, final reports clean
* Family of cells with the greatest summed delay on the critical path: AND-OR/OR-AND gates
- The share of the core area taken by cells at floorplan is 0.170.
- Antenna diode count: 0
* Layout cells sized above 1: 0.319
- Data arrival time at the worst-slack endpoint: 1.88 ns
- Synthesized chip area reported by yosys: ~0.0016 mm²
- Root Driver: clkbuf_8
* Via count of the first global-routing pass: 1,803
* Vias/cell: 4.89
* Sw Ratio: 0.309
- Per the detail_route report, the via count comes to 1,893.
- a21oi_1 is the most common cell in the netlist.
- Count of input and output buffers: 20
* Max-cap viol count: 0
- STA puts the critical path data required time at 1.89 ns.
* Violation count after the first detailed-routing iteration: 142
* Post-route antenna net violation count: 0
- In this run the most critical hold path is launched from is_break.
- Clock latency at the later pin of the worst-skew pair: 0.24 ns
- Post-Layout Cell Count: 387
* Chip area: 0.0137 mm²
- TritonCTS built the clock tree.
- The leakage power in the latest report is between 0.9 and 1 nW.
- Minimum setup slack among reg-to-reg paths: 0.43 ns
- Core Rows: 35
* Final worst path period share: 0.998
- Worst Path Buf+Inv: 2
- VDD IR max: 0.192 mV
- The critical path maximum fanout is 2.
- Cell type of the slowest stage on the worst timing path: a221o_1
- STA shows the worst min-delay path finishing at pressed.
* Htree depth: 1
- The highest clock rate this design can be run at is ~530 MHz.
- By area the synthesized netlist is led by edfxtp_1, ha_1, a21oi_1.
- Per Yosys stat, the portion of area used by sequential elements is 0.205.
- Clock tree synthesis inserted a total of 3 buffers.
- Looking at the worst setup and hold paths, the clock pins of their registers show a slew of 0.05 ns.
* Synthesized instance count: roughly 210
- Quantity of hold-fixing buffers added after cts: 0
* Ys flop type: edfxtp_1
- CTS sink cnt: 12
* Max-slew violation count: 0
- The wire-length estimate of the detail-placed layout is 4540 µm.
* Grt ovf: 0
- The floorplan step set the die width to about 120 µm.
- Top-area cell share: 0.154
* Setup slack after layout: roughly 0.003 ns
- The worst setup path is captured at a register.
- Global placement routability congestion: around 0.93
- The synthesized netlist contains 51 unique library cells.
* Power density over cell area: 409 mW/mm²
- In this run the tools logged warnings totalling 33.
- R2r startpoint: is_e0
- Dividing the detail-routed wire length by the instance count gives 14.3 µm.
* Slew HR: 0.674
- The first global-routing pass estimated 9000 µm of wire.
* Class of the most critical setup path: in2reg
- The critical path goes through buf_8, buf_6, ha_4, mux2_4, a221oi_2, a21oi_1, a221o_1, a31o_1.
- Cell internal power dissipation: 0.000693 W
- Depth of the worst hold-timing path: 1
* Maximum root-to-sink buffer count: 2
- The switching component of the power was reported as 0.000309 W.
-- through the flow --
stage                     power, W  instance area, µm²  hold WS [ns]
final                      0.00100                2450         0.446
after global routing       0.00106                2450         0.478
after CTS                 0.000997                2410         0.449
after detailed placement  0.000711                2300         0.439
after global placement    0.000717                2300         0.437
after floorplan           0.000514                1600         0.413
-- flip-flops by register name, summed over array words and instances (netlist names) --
name / flops
hack: 8
hack_valid: 1
is_break: 1
is_e0: 1
pressed: 1
-- power groups by stage --
stage | Sequential (W) | Clock (W) | Combinational, W
6_report | 0.000298 | 0.000269 | 0.000435
5_1_grt | 0.000299 | 0.000290 | 0.000473
4_1_cts | 0.000298 | 0.000278 | 0.000421
-- worst max path at each step --
stage | cells past startpoint | endpoint | start
final | 8 | hack[2] | scan_code[0]
after global routing | 9 | hack[3] | scan_code[1]
after CTS | 8 | hack[2] | scan_code[0]
-- metal layers --
metal / up-vias / share of wire / track usage
li1: 942 / - / -
met1: 864 / 0.44 / 0.115
met2: 78 / 0.45 / 0.132
met3: 9 / 0.089 / 0.0124
met4: 0 / 0.016 / 0.0124
met5: - / 0 / 0
-- cell usage in the layout (no fill, tap or decap), types with 2 or more instances in the layout --
cell type        instances
a211oi_1                 5
a21oi_1                 18
buf_4                   56
or3_1                    3
buf_12                   2
nand2_1                 17
o22ai_1                  2
o211ai_1                 7
nand3_1                  8
buf_6                    4
o21ai_1                  2
o21ai_0                 13
o2111ai_1                2
mux2i_1                  2
clkbuf_8                 4
and3_1                   2
edfxtp_1                 8
nand2b_1                11
dlymetal6s2s_1           2
nor2b_1                  7
o31ai_1                  3
ha_4                     3
clkdlybuf4s50_1         14
a31oi_1                  4
a311oi_1                 2
a21boi_0                 2
nor2_1                  13
ha_1                     4
o211a_1                  3
inv_1                    5
a221oi_2                 2
o311ai_0                 3
dfxtp_1                  4
and2_1                   2
-- logic make-up after synthesis --
group	count (synthesis)	share of synthesized area
AND-OR/OR-AND	86	0.382
AND/OR/NAND/NOR	72	0.233
buffers and inverters	29	0.0833
flip-flops	12	0.205
adder cells (fa/ha/maj)	8	0.0641
multiplexers	4	0.0272
XOR/XNOR	1	0.00561
-- area by class of cell --
cell class              count  area (µm²)
inverters                   8        42.5
flip-flops and latches     12         320
repair buffers             81         699
fillers                   980        6740
well taps                 111         139
multi-input cells         171        1200
clock buffers               4        55.1
-- worst reg2reg max path, stage by stage (launching register included) --
cell     delay [ns]
dfxtp_1        0.39
or3_1          0.44
buf_4          0.16
a21oi_1        0.14
nand3_1        0.09
nand3_1        0.10
-- repair_timing --
item / 4_1_cts / 5_1_grt
gates resized: 31 / 15
setup buffers: 1 / 0
pin swaps: 5 / 4
setup endpoints to repair: 20 / 15
Power figures rest on the tool's default switching activity, not on a simulated workload.
