## flow/run.sh

```bash
#!/bin/bash
# OpenROAD 26Q1-2900-gdf79404cd8, Yosys 0.63+post, stock flow scripts
make -C /OpenROAD-flow-scripts/flow DESIGN_CONFIG=/design/flow/config.mk WORK_HOME=/design/flow/orfs finish
```

## flow/config.mk

```make
export PLATFORM = sky130hd
export DESIGN_NAME = top
export DESIGN_NICKNAME = top
export VERILOG_FILES = /design/flow/design.v
export SDC_FILE = /design/flow/constraint.sdc
export NUM_CORES = 4
export LEC_CHECK = 1
export CORE_UTILIZATION = 50
```

## flow/constraint.sdc

```tcl
current_design top

set clk_period 3.4
set clk_io_pct 0.2

create_clock -name clk0 -period $clk_period [get_ports {CLOCK_50}]

set non_clock_inputs [all_inputs -no_clocks]
set_input_delay [expr $clk_period * $clk_io_pct] -clock clk0 $non_clock_inputs
set_output_delay [expr $clk_period * $clk_io_pct] -clock clk0 [all_outputs]
```

## flow/design.v

```verilog
module top
(
    input         CLOCK_50,     
    input         KEY,           
    input         PS2_CLK,
    input         PS2_DAT,
    input         UART_RXD,
    output        UART_TXD,
    output [1:0]  LEDG
);
localparam CLK_FREQ = 50;
localparam BAUD_RATE = 115200;
localparam CFG_DIV = (CLK_FREQ * 1000000) / BAUD_RATE - 1;
logic [7:0] scan_code;
logic       valid;
ps2_host
u_ps2_host(
    .clk        (CLOCK_50),
    .rst_n      (KEY),
    .ps2_clk    (PS2_CLK),
    .ps2_data   (PS2_DAT),
    .valid      (valid),
    .scan_code  (scan_code),
    .parity_err (LEDG[0]),
    .frame_err  (LEDG[1])
);
uart_tx
u_uart_tx (
    .clk        (CLOCK_50),
    .rst_n      (KEY),
    .cfg_div    (CFG_DIV),
    .cfg_txen   (1),
    .cfg_nstop  (0),
    .tx_valid   (valid),
    .tx_data    (scan_code),
    .tx_ready   (),
    .uart_txd   (UART_TXD)
);
endmodule
module uart_baud (
    input  logic        clk,
    input  logic        rst_n,
    input  logic [15:0] cfg_div,             
    input  logic        clear,               
    output logic        baud_sample_6th,     
    output logic        baud_sample_8th,     
    output logic        baud_sample_10th,    
    output logic        baud_sample_16th     
);
    logic        tick;
    logic [11:0] counter;        
    logic [3:0]  sample_count;
    always @(posedge clk) begin
        if (!rst_n) begin
            counter <= 12'b0;
        end
        else begin
            if (clear || tick) counter <= cfg_div[15:4];
            else counter <= counter - 1'b1;
        end
    end
    always @(posedge clk) begin
        if (!rst_n) begin
            sample_count <= 4'b0;
        end
        else begin
            if (clear || baud_sample_16th) sample_count <= 0;
            else if (tick) sample_count <= sample_count + 1'b1;
        end
    end
    assign tick = (counter == 12'b1);  
    assign baud_sample_6th  = tick & (sample_count == 4'd5);
    assign baud_sample_8th  = tick & (sample_count == 4'd7);
    assign baud_sample_10th = tick & (sample_count == 4'd9);
    assign baud_sample_16th = tick & (sample_count == 4'd15);
endmodule
module uart_tx (
    input  logic        clk,
    input  logic        rst_n,
    input  logic [15:0] cfg_div,
    input  logic        cfg_txen,
    input  logic        cfg_nstop,
    input  logic        tx_valid,
    input  logic [7:0]  tx_data,
    output logic        tx_ready,
    output logic        uart_txd
);
    logic baud_sample_16th;
    logic baud_clear;
    logic [9:0] uart_data;  
    logic [2:0] data_cnt;
    logic       stop_cnt;
    logic       last_data;
    logic       last_stop;
    localparam IDLE  = 0;
    localparam START = 1;
    localparam DATA  = 2;
    localparam STOP  = 3;
    logic [1:0] tx_state;
    logic [1:0] tx_state_next;
    always @(posedge clk) begin
        if (!rst_n) begin
            tx_state <= IDLE;
        end
        else begin
            tx_state <= tx_state_next;
        end
    end
    always @(*) begin
        tx_state_next = tx_state;
        case(tx_state)
            IDLE: begin
                if (tx_valid && tx_ready && cfg_txen) tx_state_next = START;
            end
            START: begin
                if (baud_sample_16th) tx_state_next = DATA;
            end
            DATA: begin
                if (baud_sample_16th && last_data) tx_state_next = STOP;
            end
            STOP: begin
                if (baud_sample_16th && last_stop) tx_state_next = IDLE;
            end
        endcase
    end
    always @(posedge clk) begin
        if (!rst_n) begin
            data_cnt <= 3'b0;
            stop_cnt <= 1'b0;
            uart_data <= 10'b1;  
            tx_ready <= 1'b0;
        end
        else begin
            tx_ready <= 1'b0;
            case (tx_state)
                IDLE: begin
                    tx_ready <= 1'b1;
                    data_cnt <= 0;
                    stop_cnt <= 0;
                    uart_data <= 10'h1;
                    if (tx_valid && tx_ready) begin
                        uart_data <= {1'b1, tx_data, 1'b0};  
                        tx_ready <= 1'b0;
                    end
                end
                START: begin
                    if (baud_sample_16th) begin
                        uart_data <= (uart_data >> 1);
                    end
                end
                DATA: begin
                    if (baud_sample_16th) begin
                        uart_data <= (uart_data >> 1);
                        data_cnt <= data_cnt + 1'b1;
                    end
                end
                STOP: begin
                    if (baud_sample_16th) begin
                        stop_cnt <= stop_cnt + 1'b1;
                    end
                end
            endcase
        end
    end
    assign last_data = (data_cnt == 3'd7);
    assign last_stop = (stop_cnt == cfg_nstop);
    assign uart_txd = uart_data[0];
    assign baud_clear = (tx_state == IDLE) & tx_valid;
    uart_baud u_uart_baud(
        .clk                (clk),
        .rst_n              (rst_n),
        .cfg_div            (cfg_div),
        .clear              (baud_clear),
        .baud_sample_6th    (),
        .baud_sample_8th    (),
        .baud_sample_10th   (),
        .baud_sample_16th   (baud_sample_16th)
    );
endmodule
module ps2_debounce #(
    parameter DEPTH = 8
) (
    input  logic clk,
    input  logic rst_n,
    input  logic in,
    output logic out
);
logic [DEPTH-1:0] sample;
logic [1:0]       in_dsync;
logic             in_sync;
always @(posedge clk) begin
    if (!rst_n) begin
        in_dsync <= 2'b11;
    end
    else begin
        in_dsync <= {in_dsync[0], in};
    end
end
assign in_sync = in_dsync[1];
always @(posedge clk) begin
    if (!rst_n) begin
        sample <= {DEPTH{1'b1}};     
        out <= 1'b1;
    end
    else begin
        sample <= {sample[DEPTH-2:0], in_sync};
        if (&sample) out <= 1'b1;                
        else if (!(|sample)) out <= 1'b0;        
    end
end
endmodule
module ps2_host (
    input logic         clk,
    input logic         rst_n,
    input logic         ps2_clk,
    input logic         ps2_data,
    output logic        valid,
    output logic [7:0]  scan_code,
    output logic        parity_err,
    output logic        frame_err
);
localparam  IDLE   = 0,      
            PARITY = 9,      
            STOP   = 10;     
logic [3:0] state;       
logic       parity;
logic       ps2_clk_sync;
logic       ps2_data_sync;
logic       ps2_clk_sync_q;
logic       ps2_clk_fall;
ps2_debounce u_ps2_clk_debounce
(
    .clk    (clk),
    .rst_n  (rst_n),
    .in     (ps2_clk),
    .out    (ps2_clk_sync)
);
ps2_debounce u_ps2_data_debounce
(
    .clk    (clk),
    .rst_n  (rst_n),
    .in     (ps2_data),
    .out    (ps2_data_sync)
);
always @(posedge clk) begin
    if (!rst_n) ps2_clk_sync_q <= 1'b1;
    else        ps2_clk_sync_q <= ps2_clk_sync;
end
assign ps2_clk_fall = ~ps2_clk_sync & ps2_clk_sync_q;
always @(posedge clk) begin
    if (!rst_n) begin
        state <= IDLE;
        valid <= 1'b0;
    end
    else begin
        valid <= 1'b0;
        parity_err <= 1'b0;
        frame_err <= 1'b0;
        if (ps2_clk_fall) begin
            case (state)
                IDLE: begin
                    scan_code <= 0;
                    if (!ps2_data_sync) state <= state + 1;  
                end
                PARITY: begin
                    state <= state + 1;
                    parity <= ps2_data_sync;
                end
                STOP: begin
                    state <= 0;
                    parity_err <= ~((^scan_code) ^ parity);
                    valid <= 1'b1;
                    frame_err <= ~ps2_data_sync;  
                end
                default: begin
                    state <= state + 1;
                    scan_code <= {ps2_data_sync, scan_code[7:1]};  
                end
            endcase
        end
    end
end
endmodule
```

==> run_results.csv <==
group,metric,value,unit
setup_path,maximum_net_fanout_on_the_critical_path,5,
detailed_routing,drt_first_pass_iters,4,
power_and_ir_drop,worst_ir_drop_vdd,374,uV
grt,global_route_wire_length_before_repair,9040,um
setup_path,critical_path.top_delay_family,"simple AND/OR/NAND/NOR gates",
detailed_routing,postRouteWirelength,5290,um
clock_network,post_cts_buffers,0,
die,floorplan.die.width,80.3,um
setup_path,worst_path_largest_cell_delay,0.69,ns
power_and_ir_drop,total_switching_power,0.552,mW
power_and_ir_drop,power.sequential.fraction,51.1,%
clock_network,cts_hold_repair.buffers,0,
timing,setup_ws,1.16,ns
worst_hold_path,hold-path-cell-count,1,
job,log.warning_count,27,
synthesis,ys.flops,74,
clock_network,cts_num_sinks,74,
placed_design,gpl.final_weighted_congestion,0.796,
clock_network,cts.htree.levels,3,
power_and_ir_drop,share_clk_of_total_power,33.0,%
setup_path,worstReg2RegStart,"u_uart_tx.u_uart_baud.counter[0]$_SDFF_PN0_",
synthesis,seq_total_area_yosys,51.9,%
timing,grt_setup_unrepaired,"false",
detailed_routing,final_antenna_net_count,0,
final_layout,final_common_cell,"sky130_fd_sc_hd__dfxtp_1",
placed_design,detailed_place.area,0.00319,mm2
setup_path,worst_setup_path_start_kind,"flip-flop",
setup_path,worstPathCellList,"ha_1 > or4b_1 > nor4_1 > a21oi_1 > a21oi_1",
job,drv_cap,0,
setup_path,reg2reg_setup_slack,1.16,ns
synthesis,syn-cell-area,0.00307,mm2
clock_network,clock.latency.late_pin,0.34,ns
grt,grt_usage,18.7,%
die,design.die.area,0.00645,mm2
timing,worst_slew_pin_slew,0.888,ns
timing,fin_hold_ws,0.419,ns
final_layout,area.growth.synth_to_final,10.7,%
clock_network,cts_repair_resizes,0,
die,area_of_the_placeable_core,0.00592,mm2
setup_path,cp.buffers_inverters,0,
timing,period_minus_slack,2.24,ns
worst_hold_path,worst_hold_path.endpoint,"u_ps2_host.u_ps2_data_debounce.in_dsync[1]$_SDFF_PN1_",
synthesis,ys_chip_area,0.00307,mm2
timing,final_min_period_over_clock_period,65.8,%
clock_network,clk_path_buf_depth,2,
setup_path,timing.critical_path.required,3.67,ns
clock_network,clock-root-buffer,"sky130_fd_sc_hd__clkbuf_8",
timing,maxSlewHeadroom,40.2,%
power_and_ir_drop,p_per_area,591,mW/mm2
final_layout,drive_gt1_share,8.25,%
timing,final-hold-violation-count,0,
grt,grt-ovfl-total,0,
synthesis,mean_cell_area_of_the_mapped_netlist,10.1,um2
setup_path,cp_slowest_cell,"sky130_fd_sc_hd__nor4_1",
setup_path,ff2ff_path_depth,5,
timing,report.final.setup_viol,0,
clock_network,cts.reportedPaths.clkPinSlew,0.07,ns
placed_design,pre_cts_ws,0.871,ns
grt,antenna_found_initial,0,
final_layout,final_cell_mix,"sky130_fd_sc_hd__dfxtp_1 (63), sky130_fd_sc_hd__nand2b_1 (25), sky130_fd_sc_hd__nor2_1 (21)",
setup_path,worstSetupEndpointType,"flip-flop",
setup_path,critPathArrivalTime,2.51,ns
synthesis,synthesis.instances,304,
detailed_routing,drt-initial-drc-count,134,
power_and_ir_drop,share_comb_of_total_power,15.9,%
synthesis,synth.yosys.warnings,7,
power_and_ir_drop,netSwitchingFraction,27.5,%
timing,finalMaxSlewViolations,0,
detailed_routing,via_per_inst,5.53,
setup_path,critical_path_class,"reg -> reg",
worst_hold_path,type_of_the_tightest_min_delay_check,"reg -> reg",
power_and_ir_drop,fin_total_pwr,2.01,mW
timing,fin_worst_skew,0.00969,ns
detailed_routing,drc_violation_count_after_routing,0,
grt,pin_count_of_the_biggest_net_entering_global_routing,42,
setup_path,worst_path_most_repeated_cell,"sky130_fd_sc_hd__a21oi_1",
power_and_ir_drop,power.static_leakage,1.19,nW
worst_hold_path,hp-start,"u_ps2_host.u_ps2_data_debounce.in_dsync[0]$_SDFF_PN1_",
timing,timing.setup.tns,0,ns
timing,clock.fmax,447,MHz
die,initial_utilization,51.8,%
detailed_routing,detail_route.antenna_diodes,0,
clock_network,numCtsBuffers,9,
synthesis,synth.yosys.num_cells,304,
detailed_routing,wl_per_cell,13.6,um
setup_path,reg2reg_to,"u_uart_tx.u_uart_baud.counter[0]$_SDFF_PN0_",
power_and_ir_drop,cell_internal_pwr,1.45,mW
final_layout,post_route_design_area,0.00340,mm2
die,number_of_placement_rows,28,
outcome,outcome,"completed",
synthesis,ff_type,"sky130_fd_sc_hd__dfxtp_1",
synthesis,async_reset_ff_share,0,%
placed_design,detailed_place_hpwl,3430,um
detailed_routing,routed-via-count,2156,
clock_network,tritoncts_clock_tree,"built",
synthesis,post_synth_cell_types,49,
synthesis,enable_flop_cells,11,
die,die_h,80.3,um
setup_path,worstSetupPathDepth,5,
die,boundaryPins,8,
grt,via_count_of_the_first_global_routing_pass,1929,
placed_design,portBuffers,6,
cells by family (layout without fill, tap and decap cells):
logic type | count (synthesis) | in the layout | synth area share [%]
simple gates | 124 | 124 | 23.0
flops | 74 | 74 | 51.9
xor+xnor | 19 | 19 | 5.87
buf+inv | 20 | 31 | 2.77
mux | 9 | 9 | 2.94
fa+ha+maj | 5 | 5 | 2.04
compound gates | 53 | 53 | 11.5
stage by stage:
| stage | util, % | std cells |
|---|---|---|
| after global routing | 57.4 | 390 |
| after CTS | 57.4 | 390 |
| after global placement | 54.0 | 374 |
| after floorplan | - | 304 |
| final | 57.4 | 390 |
| after detailed placement | 54.0 | 374 |
sequential cells by signal (all words and copies together), names as in the netlist, 2 cells and up:
name and count:
u_uart_tx.u_uart_baud.counter 12, u_uart_tx.u_uart_baud.sample_count 4, u_ps2_host.state 4, u_ps2_host.u_ps2_data_debounce.sample 8
u_uart_tx.data_cnt 3, u_ps2_host.u_ps2_data_debounce.in_dsync 2, u_ps2_host.u_ps2_clk_debounce.sample 8, u_ps2_host.scan_code 8
u_ps2_host.u_ps2_clk_debounce.in_dsync 2, u_uart_tx.uart_data 10, u_uart_tx.tx_state 4
per-layer routing:
layer	GRT usage [%]	part of all wire, %
met1	29.8	52
met2	27.9	44
met3	4.61	3.1
met4	1.96	1.2
met5	0	0
power by group through the flow:
stage	logic, mW	clock network, mW	registers, mW
final	0.319	0.661	1.02
after global routing	0.371	0.717	1.04
after CTS	0.321	0.685	1.02
how the worst max path moves through the flow:
stage                                                       start                                          end  slack, ns
final                 u_uart_tx.u_uart_baud.counter[0]$_SDFF_PN0_  u_uart_tx.u_uart_baud.counter[0]$_SDFF_PN0_       1.16
after global routing  u_uart_tx.u_uart_baud.counter[0]$_SDFF_PN0_  u_uart_tx.u_uart_baud.counter[0]$_SDFF_PN0_       1.03
after CTS             u_uart_tx.u_uart_baud.counter[0]$_SDFF_PN0_  u_uart_tx.u_uart_baud.counter[0]$_SDFF_PN0_       1.18
cells in the mapped netlist, types with 4 or more instances:
library cell,instances,area share (%)
sky130_fd_sc_hd__a21oi_1,14,2.3
sky130_fd_sc_hd__a32oi_1,8,2.3
sky130_fd_sc_hd__clkbuf_1,10,1.2
sky130_fd_sc_hd__dfxtp_1,63,41
sky130_fd_sc_hd__edfxtp_1,11,11
sky130_fd_sc_hd__ha_1,5,2.0
sky130_fd_sc_hd__inv_1,5,0.61
sky130_fd_sc_hd__mux2i_1,9,2.9
sky130_fd_sc_hd__nand2_1,20,2.4
sky130_fd_sc_hd__nand2b_1,25,5.1
sky130_fd_sc_hd__nand3_1,9,1.5
sky130_fd_sc_hd__nand4_1,4,0.82
sky130_fd_sc_hd__nor2_1,21,2.6
sky130_fd_sc_hd__nor2b_1,12,2.4
sky130_fd_sc_hd__nor4_1,7,1.4
sky130_fd_sc_hd__o21ai_0,8,1.3
sky130_fd_sc_hd__o22ai_1,8,1.6
sky130_fd_sc_hd__xnor2_1,12,3.4
sky130_fd_sc_hd__xor2_1,6,1.7
layout make-up:
type,count,area [um2]
Tap cell,75,93.8
Multi-Input combinational cell,210,1400
Clock inverter,3,21.3
Fill cell,528,2520
Sequential cell,74,1590
Timing Repair Buffer,10,90.1
Clock buffer,13,180
Inverter,5,18.8
worst reg2reg max path, cell delays in order, from the launching register on:
cell and delay, ns:
sky130_fd_sc_hd__dfxtp_1 0.40, sky130_fd_sc_hd__ha_1 0.20, sky130_fd_sc_hd__or4b_1 0.47, sky130_fd_sc_hd__nor4_1 0.69, sky130_fd_sc_hd__a21oi_1 0.21, sky130_fd_sc_hd__a21oi_1 0.21
Power and IR drop assume default switching activity.
